--- design/flow/design.v ---
`timescale 1ns / 1ps
module baud_gen(
    input  wire clk,
    output reg  baud_tick = 0
);
    reg [9:0] count = 0;
    always @(posedge clk) begin
        if (count == 867) begin
            baud_tick <= 1;
            count <= 0;
        end else begin
            baud_tick <= 0;
            count <= count + 1;
        end
    end
endmodule
`timescale 1ns / 1ps
module uart_top(
    input  wire clk,      
    output wire tx        
);
    wire baud_tick;
    baud_gen baud_gen_inst(
        .clk(clk),
        .baud_tick(baud_tick)
    );
    uart_tx uart_tx_inst(
        .clk(clk),
        .baud_tick(baud_tick),
        .tx(tx)
    );
endmodule
`timescale 1ns / 1ps
module uart_tx(
    input  wire clk,
    input  wire baud_tick,
    output reg  tx = 1
);
    reg [3:0]  bit_index = 0;
    reg [3:0]  byte_index = 0;
    reg [9:0]  shift_reg = 10'b1111111111;
    reg [7:0] message[0:12];
    initial begin
        message[0]  = "H";
        message[1]  = "e";
        message[2]  = "l";
        message[3]  = "l";
        message[4]  = "o";
        message[5]  = " ";
        message[6]  = "U";
        message[7]  = "A";
        message[8]  = "R";
        message[9]  = "T";
        message[10] = "!";
        message[11] = 10;    
        message[12] = 13;    
    end
    always @(posedge clk) begin
        if (baud_tick) begin
            tx <= shift_reg[0];
            shift_reg <= {1'b1, shift_reg[9:1]};  
            if (bit_index == 0) begin
                shift_reg <= {1'b1, message[byte_index], 1'b0};
            end
            if (bit_index == 9) begin
                bit_index <= 0;
                byte_index <= (byte_index == 12) ? 0 : byte_index + 1;
            end else begin
                bit_index <= bit_index + 1;
            end
        end
    end
endmodule
--- design/flow/run.sh ---
#!/bin/bash
# OpenROAD 26Q1-2900-gdf79404cd8, Yosys 0.63+post, stock flow scripts
make -C /OpenROAD-flow-scripts/flow DESIGN_CONFIG=/design/flow/config.mk WORK_HOME=/design/flow/orfs finish
--- design/flow/config.mk ---
export PLATFORM = sky130hd
export DESIGN_NAME = uart_top
export DESIGN_NICKNAME = uart_top
export VERILOG_FILES = /design/flow/design.v
export SDC_FILE = /design/flow/constraint.sdc
export NUM_CORES = 4
export LEC_CHECK = 1
export CORE_AREA = 10 10 96 96
export DIE_AREA = 0 0 106 106
--- design/flow/constraint.sdc ---
current_design uart_top

set clk_period 3.0
set clk_io_pct 0.2

create_clock -name clk0 -period $clk_period [get_ports {clk}]

set non_clock_inputs [all_inputs -no_clocks]
set_input_delay [expr $clk_period * $clk_io_pct] -clock clk0 $non_clock_inputs
set_output_delay [expr $clk_period * $clk_io_pct] -clock clk0 [all_outputs]
==> run_summary.xml <==
<?xml version="1.0" encoding="UTF-8"?>
<metrics>
  <group name="placement">
    <metric name="port_buffers" unit="">1</metric>
    <metric name="weighted_congestion_reported_at_the_end_of_routability_driven_placement" unit="">0.7866</metric>
    <metric name="placed_cells_incl_taps" unit="">235</metric>
    <metric name="dp_hpwl" unit="µm">1459</metric>
  </group>
  <group name="floorplanning">
    <metric name="row_count" unit="">31</metric>
    <metric name="ios" unit="">2</metric>
    <metric name="starting_density_of_the_core" unit="%">19.93</metric>
    <metric name="die-width" unit="µm">106</metric>
    <metric name="placeableCoreArea" unit="µm²">7214</metric>
    <metric name="die_span_y" unit="µm">106</metric>
    <metric name="design.die.area" unit="µm²">11240</metric>
  </group>
  <group name="timing">
    <metric name="period_needed" unit="ns">1.647</metric>
    <metric name="final_min_period_over_clock_period" unit="%">54.90</metric>
    <metric name="timing.fmax" unit="MHz">607.1</metric>
    <metric name="final-hold-violation-count" unit="">0</metric>
    <metric name="grt_setup_unrepaired" unit="">false</metric>
    <metric name="timing.clock.skew" unit="ns">0.008198</metric>
    <metric name="setup_viol" unit="">0</metric>
    <metric name="finalSetupTns" unit="ns">0</metric>
    <metric name="finalHoldWorstSlack" unit="ns">0.4261</metric>
    <metric name="maxSlewViolCount" unit="">0</metric>
    <metric name="timing_worst_slew_pin_value" unit="ns">0.6206</metric>
    <metric name="max_slew_margin" unit="%">58.57</metric>
  </group>
  <group name="route">
    <metric name="top_routing_layer_used" unit="">met4</metric>
    <metric name="final_antenna_net_count" unit="">0</metric>
    <metric name="detail_route.drc_violations" unit="">0</metric>
    <metric name="drt-pass1-iter-count" unit="">4</metric>
    <metric name="routed_wl" unit="µm">2105</metric>
    <metric name="post_drt_via_cell_ratio" unit="">3.827</metric>
    <metric name="n_antenna_cell" unit="">0</metric>
    <metric name="vias_post_dr" unit="">930</metric>
    <metric name="avgRoutedWirePerCell" unit="µm">8.663</metric>
    <metric name="detailroute.wirelength.met3" unit="µm">124</metric>
    <metric name="route.met2.wl" unit="µm">899</metric>
    <metric name="drt_first_iter_violations" unit="">15</metric>
    <metric name="detail_route.wirelength.met1" unit="µm">1074</metric>
  </group>
  <group name="cells_and_area">
    <metric name="area_growth_syn_to_layout" unit="%">15.40</metric>
    <metric name="multiInputGateArea" unit="µm²">620.6</metric>
    <metric name="fillerInstances" unit="">789</metric>
    <metric name="drive_gt1_share" unit="%">6.944</metric>
    <metric name="utilization" unit="%">23.00</metric>
    <metric name="final-seq-area" unit="µm²">760.7</metric>
    <metric name="flip_flop_count_of_the_largest_register_after_layout" unit="">10</metric>
    <metric name="layoutNonFillerInstCount" unit="">243</metric>
  </group>
  <group name="power">
    <metric name="powerDensity" unit="nW/µm²">465.6</metric>
    <metric name="finalPower" unit="µW">772.5</metric>
    <metric name="leakage" unit="nW">0.5877</metric>
    <metric name="ir_drop" unit="mV">0.2044</metric>
  </group>
  <group name="clock_network">
    <metric name="postCtsSetupRepairBufs" unit="">0</metric>
    <metric name="cts_max_level" unit="">2</metric>
    <metric name="clk_latency" unit="ns">0.27</metric>
    <metric name="tritoncts" unit="">done</metric>
    <metric name="path_clk_slew" unit="ns">0.06</metric>
    <metric name="cts-root-to-sink-buffers" unit="">2</metric>
    <metric name="cell_chosen_for_the_clock_root" unit="">sky130_fd_sc_hd__clkbuf_8</metric>
    <metric name="cts_resized" unit="">0</metric>
    <metric name="cts_inserted_buffers" unit="">5</metric>
    <metric name="cts_hold_buf" unit="">0</metric>
    <metric name="cts_sinks" unit="">29</metric>
  </group>
  <group name="grt">
    <metric name="grt_first_pass_wirelength" unit="µm">3857</metric>
    <metric name="via_count_of_the_first_global_routing_pass" unit="">882</metric>
    <metric name="grt_overflow_total" unit="">0</metric>
    <metric name="maximum_number_of_pins_on_one_net_before_global_route_repair" unit="">16</metric>
    <metric name="globalRouteTotalUtil" unit="%">4.058</metric>
    <metric name="antenna_found_initial" unit="">0</metric>
  </group>
  <group name="critical_path">
    <metric name="critical_path_class" unit="">flip-flop to flip-flop</metric>
    <metric name="reg2reg_to" unit="">uart_tx_inst.shift_reg[5]</metric>
    <metric name="timing.critical_path.fanout_max" unit="">12</metric>
    <metric name="worst_r2r_path_depth" unit="">6</metric>
    <metric name="crit_path_start_kind" unit="">flip-flop</metric>
    <metric name="setup.worst_path.start" unit="">uart_tx_inst.bit_index[0]</metric>
    <metric name="reg2reg_slack" unit="ns">1.35</metric>
    <metric name="regToRegStartpoint" unit="">uart_tx_inst.bit_index[0]</metric>
    <metric name="timing.critical_path.arrival" unit="ns">1.66</metric>
    <metric name="timing.critical_path.to_type" unit="">flip-flop</metric>
    <metric name="critPathRequiredTime" unit="ns">3.01</metric>
  </group>
  <group name="hold_path">
    <metric name="hold_path_depth" unit="">0</metric>
    <metric name="hold_path_class" unit="">flip-flop to flip-flop</metric>
    <metric name="hold_end" unit="">uart_tx_inst.tx</metric>
    <metric name="min-delay-start" unit="">uart_tx_inst.shift_reg[0]</metric>
  </group>
  <group name="synthesis">
    <metric name="postSynthCellCount" unit="">138</metric>
    <metric name="synth.comb.largest_family" unit="">simple AND/OR/NAND/NOR gates</metric>
    <metric name="synth.mux.area_fraction" unit="%">2.089</metric>
    <metric name="synthAoiAreaFrac" unit="%">10.97</metric>
    <metric name="number_of_synthesis_warnings" unit="">2</metric>
    <metric name="post_synth_num_cell_types" unit="">32</metric>
    <metric name="ys_sh_simple" unit="%">17.75</metric>
    <metric name="synth_area" unit="µm²">1438</metric>
    <metric name="synth-adder-area-share" unit="%">8.703</metric>
    <metric name="synth.yosys.seq_area_share" unit="%">52.92</metric>
    <metric name="area_leaders" unit="">sky130_fd_sc_hd__edfxtp_1 (38%), sky130_fd_sc_hd__dfxtp_1 (15%), sky130_fd_sc_hd__ha_1 (8.7%)</metric>
    <metric name="synthXorXnorAreaFrac" unit="%">3.655</metric>
    <metric name="synthDominantCellAreaShare" unit="%">37.60</metric>
    <metric name="yosys.area.top_type" unit="">sky130_fd_sc_hd__edfxtp_1</metric>
    <metric name="ys_ff" unit="">29</metric>
    <metric name="yosys-stat-cells" unit="">138</metric>
    <metric name="synth-area-yosys" unit="µm²">1438</metric>
    <metric name="per_instance_average_area_after_synthesis" unit="µm²">10.42</metric>
  </group>
  <group name="run">
    <metric name="max_cap_violations" unit="">0</metric>
    <metric name="log.warning_count" unit="">31</metric>
  </group>
  <group name="run_status">
    <metric name="status" unit="">completed</metric>
  </group>
</metrics>
layer usage:
layer	track usage, %	up-vias
met1	5.620	424
met2	6.007	12
met5	0	-
met4	0.4836	0
met3	1.713	2
li1	-	492
critical path, stage by stage (launching register included):
cell,delay (ns)
sky130_fd_sc_hd__edfxtp_1,0.45
sky130_fd_sc_hd__inv_1,0.08
sky130_fd_sc_hd__ha_1,0.13
sky130_fd_sc_hd__and2_1,0.20
sky130_fd_sc_hd__inv_1,0.18
sky130_fd_sc_hd__a221oi_1,0.28
sky130_fd_sc_hd__nor2_1,0.07
through the flow:
step                      cell area [µm²]  worst slack [ns]
after floorplan                      1438             1.523
after CTS                            1659             1.307
after detailed placement             1556             1.312
final                                1659             1.353
after global placement               1556             1.355
after global routing                 1659             1.171
worst max-delay path by stage:
stage / endpoint / slack [ns] / cells past startpoint
after CTS: uart_tx_inst.shift_reg[5] / 1.31 / 6
after global routing: uart_tx_inst.shift_reg[5] / 1.17 / 6
final: uart_tx_inst.shift_reg[5] / 1.35 / 6
kinds of logic after synthesis:
family	count (synthesis)
and+or+nand+nor	51
AOI/OAI and AO/OA	25
muxes	3
adders and majority gates	10
buffers and inverters	14
xor gates and xnor gates	6
DFF	29
Yosys cell counts:
cell type                   n
sky130_fd_sc_hd__edfxtp_1  18
sky130_fd_sc_hd__a31oi_1    1
sky130_fd_sc_hd__o221ai_1   1
sky130_fd_sc_hd__o31ai_1    1
sky130_fd_sc_hd__o211ai_1   1
sky130_fd_sc_hd__mux2i_1    3
sky130_fd_sc_hd__xnor2_1    6
sky130_fd_sc_hd__a22o_1     1
sky130_fd_sc_hd__o22ai_1    1
sky130_fd_sc_hd__and2_1     5
sky130_fd_sc_hd__nor2_1    11
sky130_fd_sc_hd__o21ai_0    9
sky130_fd_sc_hd__inv_1     11
sky130_fd_sc_hd__nor3_1     1
sky130_fd_sc_hd__nand3_1    7
sky130_fd_sc_hd__ha_1      10
sky130_fd_sc_hd__nand2_1   15
sky130_fd_sc_hd__buf_2      3
sky130_fd_sc_hd__nor2_2     1
sky130_fd_sc_hd__a221oi_1   1
sky130_fd_sc_hd__nand3_2    1
sky130_fd_sc_hd__a41oi_1    1
sky130_fd_sc_hd__a21o_1     3
sky130_fd_sc_hd__nor3b_1    2
sky130_fd_sc_hd__dfxtp_1   11
sky130_fd_sc_hd__nor2b_1    4
sky130_fd_sc_hd__or4_1      1
sky130_fd_sc_hd__and4_2     1
sky130_fd_sc_hd__a21oi_1    4
sky130_fd_sc_hd__and3_1     1
sky130_fd_sc_hd__nor4_1     1
sky130_fd_sc_hd__o21a_1     1
power by group:
| part | internal [mW] | switching [mW] | total [mW] | leakage [nW] |
|---|---|---|---|---|
| logic | 0 | 0 | 0.000000236 | 0.236 |
| clock network | 0.212 | 0.142 | 0.354 | 0.0534 |
| registers | 0.418 | 0 | 0.418 | 0.298 |
cells in the final DEF, fill, tap and decap left out, drive strengths merged, types with 2 or more instances in the layout:
master,Yosys,final
inv,11,11
and2,5,5
o21ai,9,9
edfxtp,18,18
nor2b,4,4
ha,10,10
a21o,3,3
nor3b,2,2
a21oi,4,4
nand2,15,15
mux2i,3,3
dfxtp,11,11
clkbuf,0,7
nor2,12,12
xnor2,6,6
nand3,8,8
area by class of cell:
class / count / area share [%]
clock buffers: 7 / 5.882
multi-input cells: 95 / 37.41
clock inverters: 1 / 0.3017
inverters: 11 / 2.489
well taps: 99 / 7.466
flip-flops and latches: 29 / 45.85
repair buffers: 1 / 0.6033
No activity file was given, so power comes from the tool's default toggle rates.
